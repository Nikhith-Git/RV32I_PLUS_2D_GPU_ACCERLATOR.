==> ./design.v <==
`timescale 1ns/1ps
module pc_unit(
    input  wire        clk,
    input  wire        reset,
    input  wire        stall,			 
    input  wire        pc_src,			
    input  wire [31:0] branch_target,		 
    output reg  [31:0] pc,			 
    output wire [31:0] pc_plus_4 		 
);
    assign pc_plus_4 = pc + 4;
    always @(posedge clk or posedge reset) begin
    	if(reset) begin
    		pc <= 32'h00000000;
    	end
    	else if (stall) begin
    		pc <= pc;
    	end
    	else if (pc_src) begin
    		pc <= branch_target;   	
    	end
    	else begin
    		pc <= pc_plus_4;
    	end
    end
endmodule
==> ./run.sh <==
#!/bin/bash
# OpenROAD 26Q1-2900-gdf79404cd8, Yosys 0.63+post, stock flow scripts
make -C /OpenROAD-flow-scripts/flow DESIGN_CONFIG=/design/flow/config.mk WORK_HOME=/design/flow/orfs finish
==> ./config.mk <==
export PLATFORM = sky130hd
export DESIGN_NAME = pc_unit
export DESIGN_NICKNAME = pc_unit
export VERILOG_FILES = /design/flow/design.v
export SDC_FILE = /design/flow/constraint.sdc
export NUM_CORES = 4
export LEC_CHECK = 1
export CORE_UTILIZATION = 40
==> ./constraint.sdc <==
current_design pc_unit

set clk_period 6.1
set clk_io_pct 0.2

create_clock -name clk0 -period $clk_period [get_ports {clk}]

set non_clock_inputs [all_inputs -no_clocks]
set_input_delay [expr $clk_period * $clk_io_pct] -clock clk0 $non_clock_inputs
set_output_delay [expr $clk_period * $clk_io_pct] -clock clk0 [all_outputs]
==> reports/qor.csv <==
stage,metric,value,unit
status,outcome,"complete, no violations",
place,numPortBuffers,99,
global_routing,antenna_found_initial,0,
pwr,internal_power,0.511,mW
routing,drtIter0Drc,119,
floorplanning,rows,28,
synth,synth_chip_area,0.00244,mm^2
routing,drcViolationCount,0,
floorplanning,die_h,80.1,um
clock_network,clock-sinks,32,
timing,finalHoldViolCount,0,
synth,synth_stat.cells,287,
hold_path,hold_path_class,flip-flop to flip-flop,
timing,fin_worst_skew,5.11,ps
floorplanning,fp_util,0.414,
place,place_hpwl,4740,um
timing,period_minus_slack,3980,ps
pwr,seqPwrFrac,0.421,
pwr,combPwrFrac,0.341,
timing,whs,501,ps
clock_network,path_clk_slew,70,ps
timing,setup-tns-final,0,ps
floorplanning,dieArea,0.00641,mm^2
clock_network,cts_tree,done,
pwr,p_leak,1.35,nW
floorplanning,die_w,80.1,um
synth,netlist_area,0.00244,mm^2
cells_and_area,area_delta_synth_final,45.4,%
global_routing,grt_max_degree,52,
place,place_ws,2410,ps
synth,ys.flop_type,dfrtp_1,
place,place_inst,443,
clock_network,htree_levels,2,
clock_network,post_cts_buffers,0,
routing,dr.pass1.iters,6,
cells_and_area,max_flop_register,pc,
timing,tightest_slew,549,ps
clock_network,insertion_delay,290,ps
pwr,power_density,208,mW/mm^2
routing,antenna_cells,0,
setup_path,arrival,2760,ps
pwr,p_clk_frac,0.238,
flow_run,maxCapViolCount,0,
clock_network,postCtsHoldBufs,0,
routing,num_vias,2504,
global_routing,track_usage,0.226,
global_routing,grt_pass1_vias,2291,
routing,route.met2.wl,3170,um
clock_network,cts_buffers,5,
routing,wl_met1,3230,um
setup_path,criticalPathCategory,flip-flop to output pin,
pwr,swShare,0.307,
routing,post_drt_wl_per_cell,15.3,um
synth,edf_count,0,
routing,routed_wl,6910,um
timing,fin_crit_sh,0.653,
cells_and_area,layout.cells.non_filler,451,
timing,drv_slew,0,
pwr,total_power,0.738,mW
flow_run,tool_warnings,26,
global_routing,grt_pass1_wl,11100,um
pwr,power_switching,0.226,mW
floorplanning,pin_count,100,
cells_and_area,layout_top_cells,"99 x clkdlybuf4s50_1, 32 x dfrtp_1, 29 x nor2_1",
setup_path,start_kind,flip-flop,
cells_and_area,layout_top_cell,clkdlybuf4s50_1,
synth,async_flop_share,1.00,
setup_path,worst-endpoint-required,4880,ps
timing,timing.fmax,0.251,GHz
setup_path,cp_max_fo,8,
routing,wl_met3,438,um
clock_network,clock_path_buffers,2,
synth,yosys_warnings,1,
synth,synth_cell_types,53,
cells_and_area,largest_register_ffs,32,
global_routing,grt_overflow_total,0,
cells_and_area,layout-drive-gt1-share,0.0798,
place,dpl_cell_area,0.00345,mm^2
timing,slew_headroom,0.632,
cells_and_area,reg_top3,pc: 32 flops,
timing,final.setup.worst_slack,2120,ps
timing,rsz0062_at_grt,no,
floorplanning,core-area,0.00589,mm^2
cells_and_area,finalInstanceArea,0.00354,mm^2
synth,postSynthSeqShare,0.328,
pwr,ir_drop,0.000105,V
timing,setup_viol,0,
clock_network,cts_resized,0,
synth,syn_inst,287,
clock_network,clock_tree.root_cell,clkbuf_8,
synth,syn_area_per_cell,8.50,um^2
routing,ant_nets,0,
routing,top_layer,met4,
place,gp_congestion,0.822,
routing,vias_per_cell,5.55,
synth,ys_seq_elements,32,
setup_path,setup.worst_path.end_class,output pin,
cells_and_area,post-route-util,0.602,
## final cells by class
class,count,area (um^2)
multi-input combinational,225,1510
inverter,8,30.0
clock buffer,8,90.1
sequential,32,801
fill,532,2340
tap,75,93.8
timing repair buffer,103,1020
## kinds of logic (layout without fill, tap and decap cells)
logic type,after synthesis,in the layout,share of synthesized area
simple gates,127,127,0.316
compound gates,63,63,0.173
flops,32,32,0.328
buf+inv,30,119,0.0528
xor+xnor,28,28,0.101
mux,6,6,0.0246
fa+ha+maj,1,1,0.00513
## Yosys cell counts, drive strengths merged, types with 2 or more instances
library cell  instances  area share
and3                  4       0.010
o21ai                16       0.033
and4                  4       0.015
a311oi                3       0.011
o311ai                2      0.0072
o211ai                4       0.012
nor3                 10       0.031
nand3                25       0.060
o22a                  2      0.0072
nand2                26       0.040
nand4                 9       0.041
xor2                  8       0.029
nand2b                2      0.0051
inv                   7       0.011
mux2i                 6       0.025
a211oi                2      0.0062
buf                   8       0.018
a21oi                 9       0.018
nor3b                 2      0.0062
or4                   3      0.0092
clkbuf               14       0.022
a311o                 2      0.0082
xnor2                20       0.072
nor4                  5       0.028
nor2                 31       0.052
dfrtp                32        0.33
a31oi                 4       0.010
a22oi                15       0.046
or3                   2      0.0072
## final timing paths
kind,cells past startpoint,endpoint,startpoint,slack [ps]
max,7,pc_plus_4[30],pc[2],2120
min,2,pc[0],pc[0],500
max reg2reg,6,pc[30],pc[2],4000
min reg2reg,2,pc[0],pc[0],500
max in group asynchronous,3,pc[18],reset,4460
min in group asynchronous,3,pc[5],reset,1320
## worst max-delay path: stages, from the launching register on
cell	delay [ps]
dfrtp_1	480
ha_1	290
nand3_2	200
nor3_4	340
nand3_2	180
nor4_2	360
xor2_1	170
clkdlybuf4s50_1	470
## power by group through the flow
stage / clock, mW / sequential [mW] / combinational (mW)
CTS: 0.179 / 0.309 / 0.256
global route: 0.187 / 0.319 / 0.282
finish: 0.175 / 0.310 / 0.252
## metal layers
metal	vias to the layer above	GRT usage
li1	1231	-
met1	1183	0.340
met2	83	0.361
met3	7	0.0404
met4	0	0.0214
met5	-	0
No activity file was given, so power comes from the tool's default toggle rates.
